$ cat flow/design.v
`timescale 1ns/10ps
module  CONV(
	input		clk,
	input		reset,
	output		busy,	
	input		ready,	
	output		[11:0] iaddr,
	input		[19:0] idata,	
	output	 	cwr,
	output	 	[11:0] caddr_wr,
	output	 	[19:0] cdata_wr,
	output	 	crd,
	output	 	[11:0] caddr_rd,
	input	 	[19:0] cdata_rd,
	output	 	[2:0] csel
	);
	reg [19:0] pix [0:8];
	reg [19:0] enter;
	reg [19:0] max [0:1];
	integer i, p0, p1, addr, fill;
	reg flag_write;
	reg [3:0] state, next_state;
	parameter	IDLE = 0, READ_P0_0 = 1, READ_P0_1 = 2, READ_P0_2 = 3, READ_P0_3 = 4, READ_P0_4 = 5,
				READ_P0_5 = 6, READ_P0_6 = 7, READ_P0_7 = 8, READ_P0_8 = 9, WRITE_P0 = 10, CLEAN = 11,
				READ_P1_0 = 12, READ_P1_1 = 13, READ_P1_2 = 14, READ_P1_3 = 15, WRITE_P1 = 16, FIN = 17;
	reg [19:0] kernel [0:8];
	reg [19:0] bias;
	reg busy_reg;
	reg [11:0] iaddr_reg;
	reg cwr_reg;
	reg [11:0] caddr_wr_reg;
	reg [19:0] cdata_wr_reg;
	reg crd_reg;
	reg [11:0] caddr_rd_reg;
	reg [2:0] csel_reg;
	always @(posedge clk, posedge reset) begin
		if(reset) state = IDLE;
		else state = next_state;
	end
	always @(*) begin
		case(state)
			IDLE: next_state = (ready && !reset)? READ_P0_0 : IDLE;
			READ_P0_0: next_state = READ_P0_1;
			READ_P0_1: next_state = READ_P0_2;
			READ_P0_2: next_state = READ_P0_3;
			READ_P0_3: next_state = READ_P0_4;
			READ_P0_4: next_state = READ_P0_5;
			READ_P0_5: next_state = READ_P0_6;
			READ_P0_6: next_state = READ_P0_7;
			READ_P0_7: next_state = READ_P0_8;
			READ_P0_8: next_state = WRITE_P0;
			WRITE_P0: next_state = (p0 == 4096)? CLEAN : READ_P0_0;
			CLEAN: next_state = READ_P1_0;
			READ_P1_0: next_state = READ_P1_1;
			READ_P1_1: next_state = READ_P1_2;
			READ_P1_2: next_state = READ_P1_3;
			READ_P1_3: next_state = WRITE_P1;
			WRITE_P1: next_state = (p1 == 1024)? FIN : READ_P1_0;
			FIN: next_state = FIN;
		endcase
	end
	always @(posedge clk) begin
		case(state)
			IDLE: begin
				if(reset) begin
					p0 = 0;
					addr = 0;
					fill = 0;
					flag_write = 0;
					csel_reg = 3'b000;
					kernel[0] = 20'h0A89E;
					kernel[1] = 20'h092D5;
					kernel[2] = 20'h06D43;
					kernel[3] = 20'h01004;
					kernel[4] = 20'hF8F71;
					kernel[5] = 20'hF6E54;
					kernel[6] = 20'hFA6D7;
					kernel[7] = 20'hFC834;
					kernel[8] = 20'hFAC19;
					bias = 20'h01310;
				end
			end
			READ_P0_0: begin
				busy_reg = 1;
				csel_reg = 3'b000;
				cwr_reg = 0;
				enter = 0;
				iaddr_reg = addr;
			end
			READ_P0_1,
			READ_P0_2,
			READ_P0_3,
			READ_P0_4,
			READ_P0_5,
			READ_P0_6,
			READ_P0_7,
			READ_P0_8: iaddr_reg = addr;
			WRITE_P0: begin
				csel_reg = 3'b001;
				cwr_reg = 1;
				caddr_wr_reg = p0;
				for(i=0; i<=8; i=i+1) begin
					enter = enter + (pix[i]*kernel[i]);
				end
				enter = enter + bias;
				if(enter[19]) cdata_wr_reg = 0;
				else cdata_wr_reg = enter;
				p0 = p0 + 1;
			end
			CLEAN: begin
				p1 = 0;
				addr = 0;
				caddr_wr_reg = 0;
			end
			READ_P1_0: begin
				csel_reg = 3'b001;
				crd_reg = 1;
				cwr_reg = 0;
				caddr_rd_reg = addr;
			end
			READ_P1_1,
			READ_P1_2,
			READ_P1_3: caddr_rd_reg = addr;
			WRITE_P1: begin
				csel_reg = 3'b011;
				cwr_reg = 1;
				crd_reg = 0;
				caddr_wr_reg = p1;
				max[0] = (pix[0] > pix[1])? pix[0] : pix[1];
				max[1] = (pix[1] > pix[2])? pix[1] : pix[2];
				cdata_wr_reg = (max[0] > max[1])? max[0] : max[1];
				p1 = p1 + 1;
			end
			FIN: busy_reg = 0;
		endcase
	end
	always @(negedge clk) begin
		case(state)
            READ_P0_0: begin
				if(p0 <= 63 || p0%64==0) pix[0] = 0;
				else begin
					pix[0] = idata;
					addr = addr + 1;
				end
			end
			READ_P0_1: begin
				if(p0 <= 63) pix[1] = 0;
				else begin
					pix[1] = idata;
					addr = addr + 1;
				end
			end
			READ_P0_2: begin
				if(p0 <= 63 || (p0+1)%64==0) pix[2] = 0;
				else begin
					pix[2] = idata;
					addr = addr + 62;
				end
			end
			READ_P0_3: begin
				if(p0%64==0) pix[3] = 0;
				else begin
					pix[3] = idata;
					addr = addr + 1;
				end
			end
			READ_P0_4: begin
				pix[4] = idata;
				addr = addr + 1;
			end
			READ_P0_5: begin
				if((p0+1)%64==0 && p0 != 0) pix[5] = 0;
				else begin
					pix[5] = idata;
					addr = addr + 62;
				end
			end
			READ_P0_6: begin
				if(p0 >= 4032 || p0%64==0) pix[6] = 0;
				else begin
					pix[6] = idata;
					addr = addr + 1;
				end
			end
			READ_P0_7: begin
				if(p0 >= 4032) pix[7] = 0;
				else begin
					pix[7] = idata;
					addr = addr + 1;
				end
			end
			READ_P0_8: begin
				if(p0 >= 4032 || (p0+1)%64==0 && p0 != 0) pix[8] = 0;
				else pix[8] = idata;
				if((p0+1) <= 63) addr = p0;
				else if((p0+1)%64==0) addr = p0 - 63;
				else addr = p0 - 64;
			end
			READ_P1_0: begin
				pix[0] = cdata_rd;
				addr = addr + 1;
			end
			READ_P1_1: begin
				pix[1] = cdata_rd;
				addr = addr + 63;
			end
			READ_P1_2: begin
				pix[2] = cdata_rd;
				addr = addr + 1;
			end
			READ_P1_3: begin
				pix[3] = cdata_rd;
				if((p1+1)%32==0) addr = addr + 1;
				else addr = addr - 63;
			end
		endcase
	end
	assign busy = busy_reg;
	assign iaddr = iaddr_reg;
	assign cwr = cwr_reg;
	assign caddr_wr = caddr_wr_reg;
	assign cdata_wr = cdata_wr_reg;
	assign crd = crd_reg;
	assign caddr_rd = caddr_rd_reg;
	assign csel = csel_reg;
endmodule
$ cat flow/run.sh
#!/bin/bash
# OpenROAD 26Q1-2900-gdf79404cd8, Yosys 0.63+post, stock flow scripts
make -C /OpenROAD-flow-scripts/flow DESIGN_CONFIG=/design/flow/config.mk WORK_HOME=/design/flow/orfs finish
$ cat flow/constraint.sdc
current_design CONV

set clk_period 11.0
set clk_io_pct 0.2

create_clock -name clk0 -period $clk_period [get_ports {clk}]

set non_clock_inputs [all_inputs -no_clocks]
set_input_delay [expr $clk_period * $clk_io_pct] -clock clk0 $non_clock_inputs
set_output_delay [expr $clk_period * $clk_io_pct] -clock clk0 [all_outputs]
$ cat flow/config.mk
export PLATFORM = sky130hd
export DESIGN_NAME = CONV
export DESIGN_NICKNAME = CONV
export VERILOG_FILES = /design/flow/design.v
export SDC_FILE = /design/flow/constraint.sdc
export NUM_CORES = 4
export LEC_CHECK = 1
export CORE_UTILIZATION = 40
==> reports/results.tsv <==
stage	metric	value	unit
timing	Worst Skew	0.0810	ns
layout	Layout fillers	8540	
timing	RSZ-0062 raised after global routing	true	
timing	worst slew pin tran	0.916	ns
detailed_routing	vias per cell	4.57	
logic_synthesis	mux share	0.0264	%
global_routing	initial antenna violation count	5	
detailed_routing	vias	24300	
setup_path	cell mode on critical path	fa_1	
clock_network	Late-Pin Clk Latency	0.63	ns
logic_synthesis	Yosys Chip Area	37900	sq um
setup_path	CP arrival	14.46	ns
logic_synthesis	Compound Share, Synth	2.07	%
global_routing	Total GRT Usage	26.6	%
logic_synthesis	YS warnings	48	
clock_network	clk sinks	274	
clock_network	Root Buffer	clkbuf_16	
place	hpwl dp	99900	microns
logic_synthesis	comb area leader	adder cells	
job	OpenROAD warning count	218	
floorplanning	Die H	310	microns
job	Max-Cap Viols	0	
timing	setup slack after layout	-3.16	ns
clock_network	register clock-pin slew on the reported worst setup and hold paths	0.07	ns
layout	area grow syn2layout	21.6	%
setup_path	Setup crit end kind	flop	
setup_path	CP Data Required Time	11.31	ns
logic_synthesis	Synth flops	274	
place	pre-CTS setup slack	-3.20	ns
clock_network	H-tree depth	2	
power	Internal	1.90	mW
logic_synthesis	top_reg_cell synth	edfxtp_1	
global_routing	Overflow after GRT	0	
detailed_routing	drt total wl	114000	microns
logic_synthesis	EDFF count, synth	258	
timing	Slew headroom	38.8	%
setup_path	Worst Setup Path Type	reg -> reg	
layout	share of cells above drive strength 1	16.3	%
timing	Hold Violations, Final	0	
global_routing	pin count of the biggest net entering global routing	43	
logic_synthesis	ys cells	3362	
timing	max-slew violations	0	
setup_path	Max FO, Critical Path	20	
clock_network	clock tree from TritonCTS	yes	
logic_synthesis	biggest area cells	fa_1 (34%), ha_1 (21%), edfxtp_1 (20%)	
logic_synthesis	cell count after synthesis	3362	
floorplanning	Horiz. Die Dim	310	microns
logic_synthesis	Dominant cell area share	34.4	%
timing	final-report setup violation count	35	
clock_network	Num CTS Buffers	35	
place	tally of buffers added on design ports	75	
outcome	failing checks	negative setup slack	
setup_path	critical path's slowest cell	fa_1	
clock_network	cts hold-fix bufs	0	
floorplanning	chip area	96000	sq um
power	peak supply drop	0.000126	V
power	Power Dens Cells	56.6	nW/um^2
outcome	run status	finished, violations left	
floorplanning	Core Util at FP	40.5	%
detailed_routing	Pre-antenna DRT Iters	5	
detailed_routing	# DRC	0	
logic_synthesis	area leader, netlist	fa_1	
detailed_routing	Detail Route Antenna Nets	0	
clock_network	Clock Path Buffers	3	
logic_synthesis	most common cell in the netlist	inv_1	
power	Power Total	2.61	mW
logic_synthesis	Simple Share, Synth	4.50	%
logic_synthesis	Synth Seq Share	21.5	%
layout	max FFs per register	173	
place	routability cong.	1.04	
logic_synthesis	Cell Type Count	41	
floorplanning	row cnt	112	
logic_synthesis	top cells by count	inv_1 (1030), fa_1 (651), ha_1 (636)	
setup_path	max incr delay on CP	0.55	ns
power	clock power share	53.9	%
logic_synthesis	Mean Syn Cell Area	11.3	sq um
global_routing	vias in the first global route	26400	
hold_path	Hold Crit Class	reg -> reg	
power	combinational power share	2.6	%
detailed_routing	Avg WL per Cell	21.4	microns
floorplanning	Core Box Area	93600	sq um
power	P_sw	703	uW
power	power share of the sequential group	43.5	%
detailed_routing	Iter 0 DRT Violations	955	
floorplanning	I/O Pins	105	
global_routing	first-pass GRT wire length	167000	microns
setup_path	startpoint class of the critical path	flop	
logic_synthesis	xor+xnor area frac	5.41	%
logic_synthesis	Synth Area in Adders	55.4	%
power	sw frac	27.0	%
power	Leakage	23.9	nW
logic_synthesis	mapped cell area	37900	sq um
logic_synthesis	Async S/R FF share, synth	5.84	%
-- worst max-delay path: cells and delay by family (launching register included) --
kind	cells	cell delay (ns)
xor+xnor	8	1.51
buf+inv	6	0.44
simple gates	1	0.13
flops	1	0.44
fa+ha+maj	12	5.82
-- through the flow --
step                util (%)  instance area [sq um]  TNS (ns)  hold WS (ns)  std cells
floorplan                  -                  38300    -77.82         0.346       3389
global placement        46.3                  43300    -99.53         0.355       5049
detailed placement      46.3                  43300    -99.29         0.354       5049
CTS                     48.7                  45600    -99.10         0.362       5304
global route            49.2                  46100   -108.25         0.372       5325
finish                  49.2                  46100    -97.74         0.360       5328
-- power groups by stage --
stage     Combinational, mW  Sequential (mW)  Clock [mW]
5_1_grt              0.0705             1.13        1.53
4_1_cts              0.0666             1.13        1.44
6_report             0.0682             1.13        1.41
-- cells in the final DEF (no fill, tap or decap), types with 11 or more instances in the layout --
cell type,netlist,routed
inv_1,1030,1171
fa_1,651,613
ha_1,636,587
buf_4,30,404
edfxtp_1,258,258
xnor2_1,188,181
nand2_1,108,107
clkdlybuf4s50_1,0,75
nor2_1,82,73
nor2b_1,55,55
and2_1,44,44
o21ai_0,43,41
xor2_1,41,40
ha_4,0,40
fa_2,0,38
clkbuf_16,0,38
inv_2,0,30
conb_1,2,29
a22o_1,28,28
buf_6,0,28
dfrtp_1,15,15
nand3_1,15,14
o31ai_1,12,11
-- path summary, 6_finish.rpt --
check,slack [ns],start,endpoint,cells after the start
worst max register to register,-3.16,pix[5][8],enter[19],27
max in group asynchronous,8.51,reset,state[4],2
worst min register to register,0.36,state[4],state[12],0
worst max-delay path,-3.16,pix[5][8],enter[19],27
min in group asynchronous,2.05,reset,state[7],2
worst min-delay path,0.36,state[4],state[12],0
-- metal layers --
layer / vias to the layer above / part of all wire, % / GRT usage [%]
li1: 11500 / - / -
met1: 11800 / 37 / 34.4
met2: 817 / 45 / 38.6
met3: 193 / 14 / 15.3
met4: 10 / 4.2 / 9.00
met5: - / 0.099 / 0
-- kinds of logic after synthesis --
logic type                 count (synthesis)
xor gates and xnor gates                 231
muxes                                      1
adders and majority gates               1287
AOI/OAI and AO/OA                        120
and+or+nand+nor                          352
DFF                                      274
buffers and inverters                   1095
other                                      2
-- repair_timing --
action,4_1_cts,5_1_grt
gates resized,91,64
pin swaps,81,72
setup endpoints to repair,36,36
setup buffers,20,18
-- layout make-up --
| class | count | area (sq um) | area share (%) |
|---|---|---|---|
| sequential | 274 | 8150 | 17.7 |
| antenna | 6 | 15.0 | 0.0326 |
| clock inverter | 195 | 821 | 1.78 |
| inverter | 1029 | 3870 | 8.40 |
| multi-input combinational | 2020 | 26600 | 57.7 |
| timing repair buffer | 508 | 4120 | 8.94 |
| clock buffer | 42 | 976 | 2.12 |
| tap | 1254 | 1570 | 3.40 |
Power is estimated from default activity; no workload was simulated.
